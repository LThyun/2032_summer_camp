File: design/flow/run.sh
#!/bin/bash
# OpenROAD 26Q1-2900-gdf79404cd8, Yosys 0.63+post, stock flow scripts
make -C /OpenROAD-flow-scripts/flow DESIGN_CONFIG=/design/flow/config.mk WORK_HOME=/design/flow/orfs finish
File: design/flow/config.mk
export PLATFORM = sky130hd
export DESIGN_NAME = cla_32bit
export DESIGN_NICKNAME = cla_32bit
export VERILOG_FILES = /design/flow/design.v
export SDC_FILE = /design/flow/constraint.sdc
export NUM_CORES = 4
export LEC_CHECK = 1
export CORE_AREA = 10 10 81 81
export DIE_AREA = 0 0 91 91
File: design/flow/constraint.sdc
current_design cla_32bit

set clk_period 16.3
set clk_io_pct 0.2

create_clock -name clk0 -period $clk_period

set non_clock_inputs [all_inputs -no_clocks]
set_input_delay [expr $clk_period * $clk_io_pct] -clock clk0 $non_clock_inputs
set_output_delay [expr $clk_period * $clk_io_pct] -clock clk0 [all_outputs]
File: design/flow/design.v
module cla_16bit(
    input [15:0] a,
    input [15:0] b,
    input c_in,
    output [15:0] s,
    output c_out
);
wire c1;
cla_8bit u_cla_8bit_1(
    .a(a[7:0]),
    .b(b[7:0]),
    .c_in(c_in),
    .s(s[7:0]),
    .c_out(c1)
);
cla_8bit u_cla_8bit_2(
    .a(a[15:8]),
    .b(b[15:8]),
    .c_in(c1),
    .s(s[15:8]),
    .c_out(c_out)
);
endmodule
module cla_32bit(
    input [31:0] a,
    input [31:0] b,
    input c_in,
    output [31:0] s,
    output c_out
);
wire c1;
cla_16bit u_cla_16bit_1(
    .a(a[15:0]),
    .b(b[15:0]),
    .c_in(c_in),
    .s(s[15:0]),
    .c_out(c1)
);
cla_16bit u_cla_16bit_2(
    .a(a[31:16]),
    .b(b[31:16]),
    .c_in(c1),
    .s(s[31:16]),
    .c_out(c_out)
);
endmodule
module cla_4bit(
    input [3:0] a,
    input [3:0] b,
    input c_in,
    output [3:0] s,
    output c_out
);
wire [3:0] p;
wire [3:0] g;
wire c1;
wire c2;
wire c3;
assign p = a ^ g;
assign g = a & b;
assign c1 = g[0] | (p[0] & c_in);
assign c2 = g[1] | (p[1] & c1);
assign c3 = g[2] | (p[2] & c2);
assign c_out = g[3] | (p[3] & c3);
full_adder U_full_adder1(
    .a(a[0]),
    .b(b[0]),
    .c_in(c_in),
    .s(s[0]),
    .c_out()
);
full_adder U_full_adder2(
    .a(a[1]),
    .b(b[1]),
    .c_in(c1),
    .s(s[1]),
    .c_out()
);
full_adder U_full_adder3(
    .a(a[2]),
    .b(b[2]),
    .c_in(c2),
    .s(s[2]),
    .c_out()
);
full_adder U_full_adder4(
    .a(a[3]),
    .b(b[3]),
    .c_in(c3),
    .s(s[3]),
    .c_out()
);
endmodule
module cla_8bit(
    input [7:0] a,
    input [7:0] b,
    input c_in,
    output [7:0] s,
    output c_out
);
wire c1;
cla_4bit u_cla_4bit_1(
    .a(a[3:0]),
    .b(b[3:0]),
    .c_in(c_in),
    .s(s[3:0]),
    .c_out(c1)
);
cla_4bit u_cla_4bit_2(
    .a(a[7:4]),
    .b(b[7:4]),
    .c_in(c1),
    .s(s[7:4]),
    .c_out(c_out)
);
endmodule
module full_adder(   
    input a,
    input b,
    input c_in,
    output s,
    output c_out
);
wire s1;
wire c0;
wire c1;
half_adder u_half_adder1(
    .a(a),
    .b(b),
    .s(s1),
    .c_out(c0)
);
half_adder u_half_adder2(
    .a(s1),
    .b(c_in),
    .s(s),
    .c_out(c1)
);
assign c_out = c1 | c0;
endmodule
module half_adder(    
    input a,
    input b,
    output s,
    output c_out
);
assign s = a ^ b;
assign c_out = a & b;
endmodule
==> results_slide.txt <==
Key Metrics from the Run

Routing
  – Avg WL per Cell: 12.3 µm
  – Ant. Diodes: 0
  – Via/cell ratio: 4.64
  – Pre-Repair DR Iteration Count: 4
  – Total Wirelength: 4730 µm
  – DRC viols: 0
  – Post-DRT Antenna Nets: 0
  – Via count: 1783
  – Initial DRC count: 14

Layout
  – Area Growth Syn to Fin: 40.2%
  – Layout cells sized above 1: 3.79%
  – Register area: 0 µm²
  – # fillers: 487
  – Clock buffer count in the final layout: 0
  – Flop count: 0
  – Finished Core Util: 59.7%

Timing
  – Final count of pins violating max slew: 0
  – Period utilization: 59.0%
  – Fmax: 104 MHz
  – Worst slew margin: 70.9%
  – RSZ-0062 raised after global routing: false
  – Least-Margin Pin Slew: 0.436 ns
  – Setup-failing EPs final: 0
  – TNS Setup: 0 ns
  – Fin. Hold Viols: 0
  – Final Critical Period: 9.61 ns

Clock network
  – Setup repair bufs after CTS: 0
  – Hold-fix buffers, CTS: 0
  – Post-CTS sizing: 0

Die
  – Core Area: 4820 µm²
  – Row count: 25
  – Horiz. Die Dim: 91 µm
  – Die ar.: 8280 µm²
  – Die Ht: 91 µm
  – IO Count: 98
  – Floorplan utilization: 42.6%

Pwr
  – Leak pwr: 1.42 nW
  – Pwr dens: 29.4 nW/µm²
  – Total power draw: 0.0846 mW
  – Peak supply drop: 0.0136 mV

Setup path
  – WP data arrival: 6.35 ns
  – CP Data Required Time: 13.04 ns
  – CP max-delay cell: or4_4
  – Maximum fanout along the worst path: 5
  – CP Launch Type: primary input
  – CP startpoint: b[7]
  – CP Class: in -> out
  – Kind of end point of the critical path: primary output
  – Crit-path cells: clkdlybuf4s50_1 -> inv_1 -> ha_1 -> a21o_1 -> a21o_1 -> or4_4 -> a311oi_2 -> o21bai_2 -> a41oi_2 -> o21ba_1 -> xor2_1 -> clkdlybuf4s50_1
  – Critical Path Max Stage Delay: 0.52 ns
  – Critical Path Sink: s[25]

Placed design
  – Port Buffers: 98
  – Final Wtd Congestion: 0.787
  – DPL Wire Length: 4470 µm

Global routing
  – All-layer global routing usage: 11.2%
  – First-pass GRT wire length: 8200 µm
  – Vias in the first global route: 1838
  – Largest net degree at the start of global routing: 6
  – GR Overflow Total: 0
  – Initial antenna violation count: 0

Flow run
  – Max cap viols: 0
  – Log Warnings: 65

Synthesis
  – YS chip area: 2050 µm²
  – Synth Warn #: 0
  – Top-area cell share: 39.0%
  – Top cells, area: ha_1, buf_4, xnor2_1
  – Yosys cell count: 251
  – Largest area contributor in the netlist: ha_1
  – Syn Area/Cell: 8.17 µm²
  – Register share after synthesis: 0%
  – Cells after Synth: 251
  – Distinct cells, synth: 40
  – Mapped Area: 2050 µm²

Hold path
  – Hold Path Class: in -> out

Run status
  – Status: finished clean
[final cells by class]
cell class                 instances  area [µm²]  area share (%)
multi-input combinational        178        1660            57.6
timing repair buffer              98         981            34.1
inverter                          41         154            5.35
tap                               67        83.8            2.92
[layout by cell type (no fill, tap or decap), types with 2 or more instances in the layout]
| cell type | synthesis | final |
|---|---|---|
| clkdlybuf4s50_1 | 0 | 98 |
| a31o_2 | 2 | 2 |
| and3_1 | 2 | 2 |
| nand2_1 | 6 | 6 |
| ha_1 | 64 | 64 |
| xnor2_1 | 18 | 18 |
| o21ai_0 | 5 | 5 |
| nor3_1 | 2 | 2 |
| xor2_1 | 14 | 14 |
| a21oi_1 | 14 | 14 |
| nor2_1 | 4 | 4 |
| o21a_1 | 2 | 2 |
| inv_1 | 41 | 41 |
| nand3_1 | 2 | 2 |
| a31oi_1 | 3 | 3 |
| o21bai_1 | 6 | 6 |
| a21o_1 | 11 | 11 |
[metal layers]
| layer | vias to the layer above | part of all wire (%) | global-route usage (%) |
|---|---|---|---|
| met5 | - | 0 | 0 |
| met2 | 48 | 47 | 19.9 |
| met3 | 0 | 7.6 | 3.24 |
| met1 | 784 | 45 | 14.0 |
| met4 | 0 | 0 | 0 |
| li1 | 951 | - | - |
[synthesized netlist by cell type, drive strengths merged]
master and instances:
o21a 2, buf 32, a31oi 4, o21ba 1, and2 1, o21bai 7
o21ai 7, nor3 2, nand3 3, a41oi 1, a2111oi 1, inv 41
or3 1, nand2b 1, o211a 1, xnor2 18, o2bb2ai 1, and3 2
nor2 4, ha 64, o2111ai 1, a311oi 2, or4 2, nor3b 1
nand4 1, a31o 2, a211oi 1, a21o 12, o211ai 1, a21oi 14
nand2 6, xor2 14
[worst max-delay path, delay by kind of cell]
family | cells | cell delay, ns
xor gates and xnor gates | 1 | 0.14
AOI/OAI and AO/OA | 6 | 1.23
adders and majority gates | 1 | 0.20
and+or+nand+nor | 1 | 0.52
buffers and inverters | 3 | 1.01
[kinds of logic after synthesis]
kind of cell             synth area share [%]
XOR/XNOR                                 13.7
AND-OR/OR-AND                            21.7
adder cells (fa/ha/maj)                  39.0
buffers and inverters                    19.2
AND/OR/NAND/NOR                          6.41
[worst min-delay path by stage]
stage | endpoint | slack (ns) | depth (start not counted) | start
finish | s[0] | 7.48 | 3 | c_in
global route | s[0] | 7.53 | 3 | c_in
CTS | s[0] | 7.49 | 3 | c_in
[per-stage QoR]
step	hold slack (ns)	std cells	setup WS (ns)	cell area, µm²
detailed placement	7.48	384	6.68	2880
floorplan	6.67	251	7.69	2050
global placement	7.50	384	6.70	2880
global route	7.53	384	6.51	2880
finish	7.48	384	6.69	2880
CTS	7.49	384	6.66	2880
[where the power goes]
part | switching, mW | leakage, nW | total [mW] | internal, mW
Clock | 0 | 0 | 0 | 0
Combinational | 0.0281 | 1.42 | 0.0846 | 0.0565
Sequential | 0 | 0 | 0 | 0
Power is estimated from default activity; no workload was simulated.
