### config.mk
export PLATFORM = sky130hd
export DESIGN_NAME = sub
export DESIGN_NICKNAME = sub
export VERILOG_FILES = /design/flow/design.v
export SDC_FILE = /design/flow/constraint.sdc
export NUM_CORES = 4
export LEC_CHECK = 1
export CORE_AREA = 10 10 70 70
export DIE_AREA = 0 0 80 80
### constraint.sdc
current_design sub

set clk_period 1.0
set clk_io_pct 0.2

create_clock -name clk0 -period $clk_period [get_ports {clk}]

set non_clock_inputs [all_inputs -no_clocks]
set_input_delay [expr $clk_period * $clk_io_pct] -clock clk0 $non_clock_inputs
set_output_delay [expr $clk_period * $clk_io_pct] -clock clk0 [all_outputs]
### design.v
module sub(
    input clk,
    input n_rst,
    input [3:0] A,
    input [3:0] B,
    input start,
    output reg buho,
    output reg [3:0] sum
);
reg [3:0] a;
reg [3:0] b;
always@(posedge clk or negedge n_rst)begin
if(!n_rst)begin
    sum <= 4'b0;
    buho <= 1'b0;
end
else if(A >= B)begin
    sum <= (start == 1'b1)? A + (~B + 1'b1) : sum;
end
else if (A < B)begin  
    sum <= (start == 1'b1)? ~(A + (~B + 1'b1))+1 : sum;
    buho <= 1'b1;
end
else begin
    buho <= 1'b0;
    sum <= sum;
end
end
endmodule
### run.sh
#!/bin/bash
# OpenROAD 26Q1-2900-gdf79404cd8, Yosys 0.63+post, stock flow scripts
make -C /OpenROAD-flow-scripts/flow DESIGN_CONFIG=/design/flow/config.mk WORK_HOME=/design/flow/orfs finish
==> run summary <==
The run has ended; figures from its reports follow.

Per STA, the startpoint of the critical path is A[0]. The switching power came out at 0.279 mW. Per the CTS log, the maximum H-tree level is 1. The first-iteration detailed-routing DRC count came out at 2.

The overall via count from detail_route is between 400 and 500. The library cell used most frequently in the layout, excluding fill and tap cells, is sky130_fd_sc_hd__buf_4. The area of all placed cells without fillers is 847 um^2. The switching portion of total power comes to 0.299. The required time of the critical path came out at 1.13 ns. The warning tally printed by Yosys for this design is 1.

The half-perimeter wire length of the detailed placement result is ~970 um. The maximum clock path buffer count is 2. Timing analysis after detailed placement gives a worst setup slack of -1.27 ns.

The area of placed instances came out at 724 um^2. The reg2reg setup slack came out at ~0.15 ns. The worst-case max-slew headroom was logged as 0.841. The arrival time at the worst endpoint came out at 1.60 ns. The via count of the first global-routing pass came out at 486. The achievable frequency came out at 0.679 GHz. The share of power burned in combinational logic came out at 0.491. The time the final worst path needs with I/O delays and setup is 1.47 ns. The overall chip area came out at approximately 0.0064 mm^2. The area of the synthesized netlist per yosys stat came out at 394 um^2.

The core utilization of the finished layout is 0.248. The flow ran to the end, but the final reports show violations. The max-slew violation total from the final report came out at 0.

The end of the worst register-to-register path is sum[2]. The total setup violations reported at the end of the flow is 4. The number of antenna violations at the first check in global routing is 0. The share of final-layout standard cells stronger than drive strength 1 came out at 0.627.

Synthesis produced a netlist whose cell count is 42. The total number of clock tree sinks came out at 5. The number of placement rows is 21.

The maximum fanout count along the critical path came out at 2. The final hold violation count came out at 0. TritonCTS built the clock tree. The buffer_ports step reported a buffer count of 15. The launch point of the worst register-to-register path is recorded as sum[2]. Entering global routing, the biggest net connects 6 pins. For this block, the routed nets add up to 1260 um of wire. Looking at the critical path, the single cell with the biggest stage delay is sky130_fd_sc_hd__fa_2. The number of flip-flops and latches in the synthesized netlist is 5. The tightest hold path in the finished design has a slack of 0.185 ns. Per STA, the worst path is made up of buf_8 -> inv_12 -> ha_4 -> fa_2 -> xor2_2 -> buf_4 -> and4_1 -> o31a_1. Power spread over the standard cell area amounts to roughly 1100 mW/mm^2. The number of cells in Yosys stat came out at around 42. The routed length per instance came out at about 10 um. The part of the power in the clock network is 0.243. Per the CTS log, the root buffer master is sky130_fd_sc_hd__clkbuf_4. The global-route usage over all layers is 0.0409.

Setup repair after global routing could not meet its margin everywhere. The script parses the final routing iteration and logs DRC violations as 0. The synthesized area per cell came out at 9.38 um^2. The count of TritonRoute iterations in the first routing pass is 3.

The number of unique standard cell types used by synthesis came out at 22. The core region is 0.00342 mm^2. STA classifies the critical path startpoint as an input pin. The capture point of the critical path is sum[2]. The largest single stage delay on the critical path is about 0.40 ns. The tool warning count is 28. The global placer's final weighted congestion came out at 0.701. The number of buffers added by the clock tree synthesis step came out at 3. The count of cells along the worst register-to-register path is 2. The die is about 80 um tall.

The global route total overflow came out at 0. The clock-pin slew of the registers on the worst-case setup and hold paths came out at around 0.040 ns. The number of hold buffers added after CTS is 0. The setup slack of the critical path after layout came out at -0.473 ns. The actual transition at the worst max-transition pin is about 0.24 ns. Clock skew on the completed layout was measured at 0 ns. The worst setup path is of the in -> reg kind.

The overall power after layout is 0.934 mW. In the synthesized netlist the dominant register cell turns out to be sky130_fd_sc_hd__dfrtp_1. Per the cell usage report, the commonest logic cells after layout are 11 x sky130_fd_sc_hd__buf_4, 5 x sky130_fd_sc_hd__ha_4, 5 x sky130_fd_sc_hd__dfrtp_1. The critical path endpoint category is a register. The insertion delay to the later sink of the worst-skew pair came out at 0.23 ns. The number of diodes added for antenna fixing came out at 0. The first global-routing pass estimated 2150 um of wire.

Internal power comes to 0.655 mW. The cell area after synthesis came out at roughly 390 um^2. The initial standard-cell utilization of the core is 0.115.

The checks that failed: negative setup slack. The path class of the lowest-slack min-delay path is in -> async. The post-synth count of flops with an enable pin is 0. Of the total power, registers draw 0.266. The number of maximum-capacitance violations recorded for the run is 0.

The remaining number of nets flagged by the antenna check after routing is 0. Using the TritonRoute via totals, the vias-per-cell ratio works out to 3.64. The post-route clock period utilization came out at 1.47. The share of the Yosys chip area taken by registers is 0.317. The analysis attributes to cell leakage a power of about 0.36 nW. The number of top-level pins came out at 16. IR analysis of the VDD net gives a maximum drop of ~0.66 mV. Yosys reported that registers with async set or reset make up 1.00. The width of the die came out at 80 um. The flow measured a signed area growth from synthesis to layout of 115%.
==> layer usage <==
layer	track usage	share of wire
met1	0.0451	0.43
met2	0.0738	0.52
met3	0.0182	0.049
met4	0.00176	0
met5	0	0
==> worst max-delay path, delay by kind of cell <==
kind	cells	cell delay [ns]
fa+ha+maj	2	0.54
buf+inv	3	0.26
compound gates	1	0.23
simple gates	1	0.19
xor+xnor	1	0.18
==> logic make-up after synthesis <==
logic type | share of synthesized area
compound gates | 0.241
xor+xnor | 0.0222
buf+inv | 0.0667
simple gates | 0.143
flops | 0.317
fa+ha+maj | 0.210
==> power groups by stage <==
stage	combinational, mW	clock (mW)	sequential, mW
CTS	0.424	0.239	0.250
global route	0.505	0.266	0.253
finish	0.459	0.227	0.249
==> final cells by class <==
class / count / area (um^2)
sequential: 5 / 125
clock buffer: 4 / 26.3
inverter: 7 / 38.8
fill: 380 / 2570
timing repair buffer: 29 / 230
multi-input combinational: 30 / 369
tap: 46 / 57.6
==> flip-flops by register name, summed over array words and instances (netlist names) <==
signal / count
buho: 1
sum: 4
==> stage by stage <==
| step | instances | setup TNS, ns |
|---|---|---|
| floorplan | 42 | -1.75 |
| global placement | 114 | -5.18 |
| detailed placement | 114 | -5.23 |
| CTS | 119 | -1.57 |
| global route | 121 | -1.74 |
| finish | 121 | -1.58 |
==> cell usage after synthesis (2+ instances only) <==
cell	n	area, um^2
sky130_fd_sc_hd__nand3_1	2	10.0
sky130_fd_sc_hd__a31oi_1	3	18.8
sky130_fd_sc_hd__ha_1	5	62.6
sky130_fd_sc_hd__dfrtp_1	5	125
sky130_fd_sc_hd__nor2_1	2	7.51
sky130_fd_sc_hd__inv_1	7	26.3
sky130_fd_sc_hd__a21o_1	3	22.5
==> what timing repair did <==
item	4_1_cts	5_1_grt
resized	45	15
setup buffers	1	2
endpoints found under the hold margin	0	0
pin swaps	12	6
setup endpoints to repair	10	5
==> how the worst min path moves through the flow <==
stage | startpoint | endpoint | slack (ns) | cells past startpoint
CTS | n_rst | sum[0] | 0.18 | 1
global route | n_rst | sum[1] | 0.20 | 1
finish | n_rst | sum[0] | 0.18 | 1
Power figures rest on the tool's default switching activity, not on a simulated workload.
