`design/flow/config.mk`:
```
export PLATFORM = sky130hd
export DESIGN_NAME = rca_32bit
export DESIGN_NICKNAME = rca_32bit
export VERILOG_FILES = /design/flow/design.v
export SDC_FILE = /design/flow/constraint.sdc
export NUM_CORES = 4
export LEC_CHECK = 1
export CORE_AREA = 10 10 92 92
export DIE_AREA = 0 0 102 102
```
`design/flow/constraint.sdc`:
```
current_design rca_32bit

set clk_period 31.2
set clk_io_pct 0.2

create_clock -name clk0 -period $clk_period

set non_clock_inputs [all_inputs -no_clocks]
set_input_delay [expr $clk_period * $clk_io_pct] -clock clk0 $non_clock_inputs
set_output_delay [expr $clk_period * $clk_io_pct] -clock clk0 [all_outputs]
```
`design/flow/design.v`:
```
module full_adder(   
    input a,
    input b,
    input c_in,
    output s,
    output c_out
);
wire s1;
wire c0;
wire c1;
half_adder u_half_adder1(
    .a(a),
    .b(b),
    .s(s1),
    .c_out(c0)
);
half_adder u_half_adder2(
    .a(s1),
    .b(c_in),
    .s(s),
    .c_out(c1)
);
assign c_out = c1 | c0;
endmodule
module half_adder(    
    input a,
    input b,
    output s,
    output c_out
);
assign s = a ^ b;
assign c_out = a & b;
endmodule
module rca_16bit(
    input [15:0] a,
    input [15:0] b,
    input c_in,
    output [15:0] s,
    output c_out
);
wire c7;
rca_8bit u_rca_8bit1(
    .a(a[7:0]),
    .b(b[7:0]),
    .c_in(c_in),
    .s(s[7:0]),
    .c_out(c7)
);
rca_8bit u_rca_8bit2(
    .a(a[15:8]),
    .b(b[15:8]),
    .c_in(c7),
    .s(s[15:8]),
    .c_out(c_out)
);
endmodule
module rca_32bit(
    input [31:0] a,
    input [31:0] b,
    input c_in,
    output [31:0] s,
    output c_out
);
wire c9;
rca_16bit u_rca_16bit(
    .a(a[15:0]),
    .b(b[15:0]),
    .c_in(c_in),
    .s(s[15:0]),
    .c_out(c9)
);
rca_16bit u_rca_16bit2(
    .a(a[31:16]),
    .b(b[31:16]),
    .c_in(c9),
    .s(s[31:16]),
    .c_out(c_out)
);
endmodule
module rca_4bit(
    input [3:0] a,
    input [3:0] b,
    input c_in,
    output [3:0] s,
    output c_out
);
wire c1;
wire c2;
wire c3;
full_adder u_full_adder1(
    .a(a[0]),
    .b(b[0]),
    .c_in(c_in),
    .s(s[0]),
    .c_out(c1)
);
full_adder u_full_adder2(
    .a(a[1]),
    .b(b[1]),
    .c_in(c1),
    .s(s[1]),
    .c_out(c2)
);
full_adder u_full_adder3(
    .a(a[2]),
    .b(b[2]),
    .c_in(c2),
    .s(s[2]),
    .c_out(c3)
);
full_adder u_full_adder4(
    .a(a[3]),
    .b(b[3]),
    .c_in(c3),
    .s(s[3]),
    .c_out(c_out)
);
endmodule
module rca_8bit(
    input [7:0] a,
    input [7:0] b,
    input c_in,
    output [7:0] s,
    output c_out
);
wire c5;
rca_4bit u_rca_4bit1(
    .a(a[3:0]),
    .b(b[3:0]),
    .c_in(c_in),
    .s(s[3:0]),
    .c_out(c5)
);
rca_4bit u_rca_4bit2(
    .a(a[7:4]),
    .b(b[7:4]),
    .c_in(c5),
    .s(s[7:4]),
    .c_out(c_out)
);
endmodule
```
`design/flow/run.sh`:
```
#!/bin/bash
# OpenROAD 26Q1-2900-gdf79404cd8, Yosys 0.63+post, stock flow scripts
make -C /OpenROAD-flow-scripts/flow DESIGN_CONFIG=/design/flow/config.mk WORK_HOME=/design/flow/orfs finish
```
==> changes_impl.md <==
### Changed

* Outcome: finished clean
* Ports at 98
* Simple share at 0%
* Share of cells above drive strength 1 at 0%
* CTS Hold Bufs at 0
* Most instantiated cells after synthesis: buf_4, fa_1, inv_1
* Crit path DAT at 19.90 ns
* WP buf/inv at 4
* Fp_density at 13.9%
* CP Data Required Time at 24.96 ns
* P_sw at 8.49 uW
* Remaining global-route overflow at 0
* Compound Share, Synth at 0%
* Pre-CTS setup slack at 4.99 ns
* GRT Util Overall at 5.41%
* Worst setup margin at 5.06 ns
* CP max FO at 1
* Placer Congestion at 0.741
* Max VDD drop at 0.00569 mV
* Synth area leader: fa_1
* Layout clock buffer count at 0
* Setup-failing EPs final at 0
* Vias in the first global route at 921
* Cell internal pwr at 25.3 uW
* Cell Type Count at 3
* Hold Path Class: in2out
* Crit path to: s[31]
* DRT iter0 DRCs at 3
* Seq pwr share at 0%
* Via density at 3.32
* Chip width at 102 um
* Register share after synthesis at 0%
* CP endpoint kind: output port
* Crit Path Category: in2out
* Antenna diodes at 0
* Port-buffer cells at 98
* FMAX at 38.3 MHz
* Mapped Area at 900 sq um
* Slew Limit Fails at 0
* Final critical-path required period at 26.14 ns
* Chip area at 0.0104 sq mm
* Std-Cell Rows at 29
* Comb area at 641 sq um
* Largest net degree at the start of global routing at 2
* Post-DP Area at 0.00174 sq mm
* Finished Core Util at 26.9%
* Reg area at 0 sq um
* Area figure in the yosys stat output at 900 sq um
* Seq cells at 0
* Core Area at 0.00646 sq mm
* Xor/xnor share at 0%
* Yosys cell count at 69
* Final wirelength at 2980 um
* Crit-path slowest cell: clkdlybuf4s50_1
* Critical Path Stages at 36
* Fin. Hold Viols at 0
* Pleak at 0.000644 uW
* Vias post-DR at 703
* First-pass GRT wire length at 4420 um
* Die height at 102 um
* Max-slew headroom at 92.3%
* DP HPWL at 2970 um
* Area delta synth->final at 93.0%
* Synthesized area per cell at 13.0 sq um
* Post-layout period usage at 83.8%
* Drt drc at 0
* Drt pass-1 iters at 2
* CP peak stage delay at 0.46 ns
* Top area contributor share at 71.2%
* Dominant comb cell: adder cells
* Post-CTS Setup Bufs at 0
* Comb power frac at 100.0%
* Yosys warns at 0
* Setup TNS at 0 ns
* Unrepaired setup endpoints after global routing: false
* Worst Tran Pin Value at 0.114 ns
* Tightest hold margin at 13.54 ns
* Antenna-violating nets left at 0
* Sw Ratio at 25.1%
* CP startpoint kind: input port
* Post-cts sizing count at 0
* Mux contribution to synthesized area at 0%
* Cell area after layout at 0.00174 sq mm
* WL/cell at 14.1 um
* Top cells by area: fa_1, buf_4, inv_1
* Mapped Cells at 69
* PwrDens at 19.5 mW/mm^2
* Initial antenna violation count at 0
* Launch point of the critical path: a[0]
* Clock Power Share at 0%
* CP most frequent cell: fa_1
* Tally of OpenROAD warnings at 32
* Family with the most delay on the worst path: adder cells
* Max-cap violations at 0
* Layout fillers at 659
* Adder Share, Synth at 71.2%
[routing by layer]
metal	GRT usage [%]	routed length (um)	up-vias
li1	-	-	302
met1	5.46	996	314
met2	8.25	1080	87
met3	5.59	906	0
met4	0	0	0
met5	0	0	-
[area by class of cell]
class / instances / share of cell area [%]
timing repair buffer: 98 / 56.5
tap: 77 / 5.55
multi-input combinational: 32 / 36.9
inverter: 5 / 1.08
[worst min-delay path by stage]
stage | startpoint | endpoint | slack, ns | depth (start not counted)
final | b[31] | s[31] | 13.54 | 5
after CTS | b[31] | s[31] | 13.55 | 5
after global routing | b[12] | s[12] | 13.61 | 3
[cells in the final DEF, fill, tap and decap left out, drive strengths merged]
cell and instances:
clkdlybuf4s50 98, fa 32, inv 5
[tightest hold or removal path, stage by stage]
cell             delay [ns]
clkdlybuf4s50_1        0.39
inv_1                  0.08
fa_1                   0.15
inv_1                  0.03
clkdlybuf4s50_1        0.41
[cell families (layout without fill, tap and decap cells)]
kind of cell	count (synthesis)	after routing
fa+ha+maj	32	32
buf+inv	37	103
[through the flow]
| step | instances | total power, uW |
|---|---|---|
| after floorplan | 69 | 16.5 |
| after global placement | 212 | 35.3 |
| after detailed placement | 212 | 35.2 |
| after CTS | 212 | 35.4 |
| after global routing | 212 | 38.4 |
| final | 212 | 33.8 |
[power groups by stage]
stage	Combinational, uW	Sequential, uW	Clock, uW
6_report	33.8	0	0
5_1_grt	38.4	0	0
4_1_cts	35.4	0	0
Power figures rest on the tool's default switching activity, not on a simulated workload.
